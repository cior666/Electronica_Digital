<file path="./design.v">
module antirrebote(
    input wire clk,
    input wire senal_entrada,  
    output reg salida_limpia   
);
    reg [3:0] contador;      
    reg senal_sync;
initial begin
    contador = 0;
    salida_limpia = 0;
    senal_sync = 0;
end
always @(posedge clk) begin
    senal_sync <= senal_entrada;   
    if (senal_sync == salida_limpia) begin
        contador <= 4'd0;   
    end else begin
        if (contador < 4'd5) begin
            contador <= contador + 1;
        end else begin
            salida_limpia <= senal_sync;   
            contador <= 4'd0;
        end
    end
end
endmodule
module contar_autos(
    input wire clk,
    input wire entrada,
    input wire salida,
    output reg [3:0] espacio
);
initial begin
    espacio = 0;
end
always @(posedge clk) begin
    if (entrada && !salida && espacio < 7)
        espacio <= espacio + 1;
    else if (salida && !entrada && espacio > 0)
        espacio <= espacio - 1;
end
endmodule
module detector(
    input wire clk,
    input botonA,
    input botonB,
    output reg entrada,
    output reg salida
);
localparam inicio = 3'b000;     
localparam ENT1 = 3'b001;     
localparam ENT2 = 3'b010;     
localparam ENT3 = 3'b011;     
localparam SAL1 = 3'b100;     
localparam SAL2 = 3'b101;     
localparam SAL3 = 3'b110;     
reg [2:0] state, nextstate;
initial begin
    state = inicio;
    nextstate = inicio;
end
always@(posedge clk)
begin 
    state <= nextstate;
end
always @* begin
    entrada = 0; 
    salida = 0;  
    nextstate = state;  
    case(state)
    inicio: begin 
        if({botonA,botonB} == 2'b10)
            nextstate = ENT1;  
        else if({botonA,botonB} == 2'b01)
            nextstate = SAL1;  
    end
    ENT1: begin 
        if({botonA,botonB} == 2'b11)
            nextstate = ENT2; 
        else if({botonA,botonB} == 2'b00)
            nextstate = inicio;  
        else if({botonA,botonB} == 2'b01)
            nextstate = SAL1;  
    end
    ENT2: begin 
        if({botonA,botonB} == 2'b01)
            nextstate = ENT3; 
        else if({botonA,botonB} == 2'b00)
            nextstate = inicio;  
        else if({botonA,botonB} == 2'b10)
            nextstate = SAL3;  
    end
    ENT3: begin 
        if({botonA,botonB} == 2'b00) begin
            nextstate = inicio;
            entrada = 1;  
        end
        else if({botonA,botonB} == 2'b11)
            nextstate = SAL2;  
        else if({botonA,botonB} == 2'b10)
            nextstate = ENT1;  
    end
    SAL1: begin 
        if({botonA,botonB} == 2'b11)
            nextstate = SAL2;
        else if({botonA,botonB} == 2'b00)
            nextstate = inicio; 
        else if({botonA,botonB} == 2'b10)
            nextstate = ENT1; 
    end
    SAL2: begin 
        if({botonA,botonB} == 2'b10)
            nextstate = SAL3;
        else if({botonA,botonB} == 2'b00)
            nextstate = inicio; 
        else if({botonA,botonB} == 2'b01)
            nextstate = ENT3; 
    end
    SAL3: begin 
        if({botonA,botonB} == 2'b00) begin
            nextstate = inicio;
            salida = 1;  
        end
        else if({botonA,botonB} == 2'b11)
            nextstate = ENT2;
        else if({botonA,botonB} == 2'b01)
            nextstate = SAL1; 
    end
    default: begin 
        nextstate = inicio; 
        entrada = 0; 
        salida = 0; 
    end
    endcase
end
endmodule
module sensores(
    input wire clk,
    input botonA,
    input botonB,
    output wire botonA_estable,
    output wire botonB_estable
);
antirrebote antirreboteA(
    .clk(clk),
    .senal_entrada(botonA),
    .salida_limpia(botonA_estable)
);
antirrebote antirreboteB(
    .clk(clk),
    .senal_entrada(botonB),
    .salida_limpia(botonB_estable)
);
endmodule
module TFI(
    input wire CLK,
    input BTN1, 
    input BTN2,  
    output wire LED3,
    output wire LED2,
    output wire LED1,
    output wire LED0
);
wire botonA_estable, botonB_estable;
wire entrada, salida;
wire [3:0] espacio;
sensores sensores_instacia(
    .clk(CLK),
    .botonA(BTN1),
    .botonB(BTN2),
    .botonA_estable(botonA_estable),
    .botonB_estable(botonB_estable)
);
detector detector_instancia(
    .clk(CLK),
    .botonA(botonA_estable),
    .botonB(botonB_estable),
    .entrada(entrada),
    .salida(salida)
);
contar_autos contador_instancia(
    .clk(CLK),
    .entrada(entrada),
    .salida(salida),
    .espacio(espacio)
);
assign {LED3,LED2,LED1,LED0}={1'b0,espacio}; 
endmodule
</file>
<file path="./run.sh">
#!/bin/bash
# OpenROAD 26Q1-2900-gdf79404cd8, Yosys 0.63+post, stock flow scripts
make -C /OpenROAD-flow-scripts/flow DESIGN_CONFIG=/design/flow/config.mk WORK_HOME=/design/flow/orfs finish
</file>
<file path="./config.mk">
export PLATFORM = sky130hd
export DESIGN_NAME = TFI
export DESIGN_NICKNAME = TFI
export VERILOG_FILES = /design/flow/design.v
export SDC_FILE = /design/flow/constraint.sdc
export NUM_CORES = 4
export LEC_CHECK = 1
export CORE_AREA = 10 10 103 103
export DIE_AREA = 0 0 113 113
</file>
<file path="./constraint.sdc">
current_design TFI

set clk_period 2.4
set clk_io_pct 0.2

create_clock -name clk0 -period $clk_period [get_ports {CLK}]

set non_clock_inputs [all_inputs -no_clocks]
set_input_delay [expr $clk_period * $clk_io_pct] -clock clk0 $non_clock_inputs
set_output_delay [expr $clk_period * $clk_io_pct] -clock clk0 [all_outputs]
</file>
==> reports/results.ini <==
[clock_network]
cts_sinks = 19
post-cts-setup-buffer-count = 0
cts_buffers = 3
cts_resized = 0
path_clk_slew_ns = 0.07
postCtsHoldBufs = 0
cts_buffer_depth = 2
cts_root_buf = clkbuf_8
ctsHtreeMaxLevel = 1
cts_tree = yes
worstSkewPairLatency_ns = 0.25

[logic_synthesis]
topCellsByArea = edfxtp_1, dfxtp_1, ha_1
yosys_cells = 97
ys_area_um2 = 973
syn_inst = 97
yosysTopAreaCell = edfxtp_1
synth_top_area_share_pct = 27.8
xor_share_pct = 5.40
async_flop_share_pct = 0
edf_count = 9
mux_area_share_pct = 1.03
simple_gate_share_pct = 16.6
synth_area_um2 = 973
ff_type = dfxtp_1
yosys_warnings = 3
top_cells_by_count = nor2_1, inv_1, dfxtp_1
adder_share_pct = 10.8
syn_area_per_cell_um2 = 10.0
compound_area_share_pct = 11.1
logic_family = simple AND/OR/NAND/NOR gates
ys_seq_share_pct = 48.3
top_cell = nor2_1
ys_types = 31
ys_seq_elements = 19

[routing]
wl_mm = 1.58
firstDrtPassIters = 4
drt-initial-drc-count = 15
route.detailed.drc = 0
vias = 641
wire_per_inst_um = 7.58
routed_via_density = 3.08
antennaDiodeCount = 0
postRouteAntennaNets = 0

[timing]
fin_skew_ns = 0.00829
final-hold-violation-count = 0
report.final.slew_viol_count = 0
timing.final.crit_share_pct = 83.2
tns_ns = 0
tightest_slew_ns = 0.410
final-setup-viol-count = 0
max_freq_mhz = 501
fin_crit_ns = 2.00
rsz0062_at_grt = false
maxSlewHeadroom_pct = 72.6

[die]
fp_util_pct = 11.7
core_mm2 = 0.00830
die_area_mm2 = 0.0128
die_y_um = 113
chipWidth_um = 113
fp-row-count = 33
pin_count = 7

[cells_and_area]
area_delta_synth_final_pct = 21.7
drive_gt1_share_pct = 3.88
stdcell_area_mm2 = 0.00118

[flow_run]
maxCapViolations = 0
warnings = 27

[setup_path]
crit_required_ns = 2.41
r2r-end = contador_instancia.espacio[3]
path_depth = 6
path_max_fanout = 10
reg2reg_from = sensores_instacia.antirreboteB.salida_limpia
cp_slowest_stage_delay_ns = 0.53
crit_slowest_cell = edfxtp_1
critPathCaptureType = flop
cp_data_arrival_time_ns = 2.01
cp_num_buf_inv = 0
critical-path-top-delay-family = flip-flops
r2r_cells = 6
startpoint = sensores_instacia.antirreboteB.salida_limpia
rrSetupSlack_ns = 0.40
worst-setup-path-type = reg2reg
startpoint_type = flop
crit_chain = nor2b_2 -> nand4_1 -> ha_1 -> a21o_1 -> a21oi_1 -> xnor2_1
critical_path.endpoint = contador_instancia.espacio[3]

[placed_design]
numPortBuffers = 6
dp_hpwl_mm = 1.19
place_congestion = 0.755
dpl_cell_area_mm2 = 0.00114

[pwr]
p_per_area_mw_per_mm2 = 706
leakagePower_uw = 0.000430
ir_drop_mv = 0.252

[outcome]
status = finished clean

[grt]
antenna_found_initial = 0
grt-ovfl-total = 0
grt_pass1_wl_mm = 2.70
grtUsageTotal_pct = 2.50
grt_pass1_vias = 608
grt_max_degree = 11

[worst_hold_path]
hp-class = reg2reg

## stage by stage
step / cells / worst slack, ns / hold slack (ns) / total power, uW / util (%)
floorplan: 97 / 0.586 / 0.429 / 592 / -
global placement: 204 / 0.457 / 0.444 / 623 / 13.7
CTS: 208 / 0.427 / 0.464 / 850 / 14.3
global route: 208 / 0.262 / 0.481 / 907 / 14.3
detailed placement: 204 / 0.431 / 0.443 / 625 / 13.7
finish: 208 / 0.404 / 0.455 / 837 / 14.3
## worst min path at each step
stage         slack, ns  depth (start not counted)                                          to                                       start
finish             0.46                          1  sensores_instacia.antirreboteA.contador[0]  sensores_instacia.antirreboteA.contador[0]
global route       0.48                          1  sensores_instacia.antirreboteA.contador[0]  sensores_instacia.antirreboteA.contador[0]
CTS                0.46                          1  sensores_instacia.antirreboteA.contador[0]  sensores_instacia.antirreboteA.contador[0]
## cells by family (layout without fill, tap and decap cells)
group,Yosys count,after routing
buffers and inverters,15,21
muxes,1,1
and+or+nand+nor,32,32
adders and majority gates,8,8
AOI/OAI and AO/OA,16,16
xor gates and xnor gates,6,6
DFF,19,19
## flip-flops by register name, summed over array words and instances, names as in the netlist
signal and cells:
contador_instancia.espacio 4, sensores_instacia.antirreboteA.contador 4, sensores_instacia.antirreboteB.contador 4, detector_instancia.state 3
sensores_instacia.antirreboteA.salida_limpia 1, sensores_instacia.antirreboteA.senal_sync 1, sensores_instacia.antirreboteB.salida_limpia 1, sensores_instacia.antirreboteB.senal_sync 1
## per-layer routing
layer / wire length [um] / up-vias / global-route usage (%)
met5: 0 / - / 0
met3: 83 / 0 / 1.18
li1: - / 347 / -
met4: 0 / 0 / 0.423
met1: 810 / 284 / 3.23
met2: 684 / 10 / 3.76
## layout make-up
cell class | instances | area (um^2)
Sequential cell | 19 | 470
Fill cell | 912 | 7110
Inverter | 11 | 41.3
Timing Repair Buffer | 6 | 60.1
Multi-Input combinational cell | 63 | 437
Tap cell | 105 | 131
Clock buffer | 4 | 45.0
## power breakdown
part           total [uW]  switching, uW  internal (uW)  leakage, uW
registers             451           60.3            391     0.000170
clock network         219            101            118    0.0000228
logic                 167           80.9           85.8     0.000237
total                 837            242            595     0.000430
## placed cells by master, fill, tap and decap left out, drive strengths merged
cell type      instances
nor2                  14
inv                   11
dfxtp                 10
edfxtp                 9
a21oi                  6
ha                     6
clkdlybuf4s50          6
xnor2                  5
nor2b                  5
nand3                  4
clkbuf                 4
nand2                  2
a21o                   2
a31oi                  2
nand4                  2
a211o                  2
maj3                   1
mux2i                  1
nand2b                 1
o32a                   1
a41oi                  1
nor3b                  1
and3b                  1
nor3                   1
o22ai                  1
xor2                   1
or4                    1
o211ai                 1
fa                     1
No activity file was given, so power comes from the tool's default toggle rates.
